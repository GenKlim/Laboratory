**flow/design.v**
```verilog
`timescale 1ns / 1ps
module Divider(
    input CLK,
    input RST,
    output CEO
    );
parameter [9:0] N = 10'd100; 
reg [9:0] STATE;
always @ (posedge CLK, posedge RST) begin
	if(RST)
		STATE <= 0;
	else begin
		STATE <= STATE + 1;
		if(STATE == N - 1)
			STATE <= 0;
	end	
end
assign CEO = &(~STATE);
endmodule
`timescale 1ns / 1ps
module Dysplay(
    input CLK,
    input RST,
	 input [3:0] NUM1,
	 input [3:0] NUM2,
	 input [3:0] NUM3,
	 output reg [2:0] AN,
	 output [6:0] SEG
    );
reg [1:0] NUM;
reg [3:0] ToDysplay;
Divider CL1(CLK, RST, CEO);
SEG_Decoder CL2(ToDysplay, SEG);
always @ (posedge CEO, posedge RST) begin
	if(RST)
		NUM <= 0;
	else begin
		case(NUM)
			2'b00: begin
				NUM <= 2'b01;
				AN <= 3'b011;
				ToDysplay <= NUM1;
			end
			2'b01: begin
				NUM <= 2'b10;
				AN <= 3'b101;
				ToDysplay <= NUM2;
			end
			2'b10: begin
				NUM <= 2'b00;
				AN <= 3'b110;
				ToDysplay <= NUM3;
			end
		endcase
	end
end
endmodule
`timescale 1ns / 1ps
module SEG_Decoder(
    input [3:0] NUM,
    output reg [6:0] SEG
    );
always @ (NUM)
   case (NUM)
      4'b0000: SEG <= 7'b0001000;
      4'b0001: SEG <= 7'b1101101;
      4'b0010: SEG <= 7'b0100010;
      4'b0011: SEG <= 7'b0100100;
      4'b0100: SEG <= 7'b1000101;
      4'b0101: SEG <= 7'b0010100;
      4'b0110: SEG <= 7'b0010000;
      4'b0111: SEG <= 7'b0101101;
      4'b1000: SEG <= 7'b0000000;
      4'b1001: SEG <= 7'b0000100;
      4'b1010: SEG <= 7'b0000001;
      4'b1011: SEG <= 7'b1010000;
      4'b1100: SEG <= 7'b0011010;
      4'b1101: SEG <= 7'b1100000;
      4'b1110: SEG <= 7'b0010010;
      4'b1111: SEG <= 7'b0010011;
      default: SEG <= 7'b1111111;
   endcase
endmodule
```
**flow/run.sh**
```bash
#!/bin/bash
# OpenROAD 26Q1-2900-gdf79404cd8, Yosys 0.63+post, stock flow scripts
make -C /OpenROAD-flow-scripts/flow DESIGN_CONFIG=/design/flow/config.mk WORK_HOME=/design/flow/orfs finish
```
**flow/config.mk**
```make
export PLATFORM = sky130hd
export DESIGN_NAME = Dysplay
export DESIGN_NICKNAME = Dysplay
export VERILOG_FILES = /design/flow/design.v
export SDC_FILE = /design/flow/constraint.sdc
export NUM_CORES = 4
export LEC_CHECK = 1
export CORE_AREA = 10 10 97 97
export DIE_AREA = 0 0 107 107
```
**flow/constraint.sdc**
```tcl
current_design Dysplay

set clk_period 1.7
set clk_io_pct 0.2

create_clock -name clk0 -period $clk_period [get_ports {CLK}]

set non_clock_inputs [all_inputs -no_clocks]
set_input_delay [expr $clk_period * $clk_io_pct] -clock clk0 $non_clock_inputs
set_output_delay [expr $clk_period * $clk_io_pct] -clock clk0 [all_outputs]
```
==> flow_metrics.py <==
# Physical implementation metrics
metrics = {
    "min_path": {
        "hold_path.class": "reg -> reg",
    },
    "die": {
        "die_h_um": 107,
        "io_pins": 24,
        "die-area_um2": 11400,
        "die_w_um": 107,
        "fp-utilization_pct": 18.2,
        "num_rows": 31,
        "coreArea_um2": 7290,
    },
    "logic_synthesis": {
        "ys_sh_simple_pct": 13.2,
        "synthDistinctLibCells": 34,
        "yosysMostFrequentCell": "dfrtp_1",
        "flop_cell": "dfrtp_1",
        "synth.largest_area_cell": "dfrtp_1",
        "compound_area_share_pct": 9.55,
        "ys_warn_count": 4,
        "logic_family": "simple AND/OR/NAND/NOR gates",
        "synthXorXnorAreaFrac_pct": 5.95,
        "synth.avg_cell_area_um2": 11.5,
        "syn_inst": 115,
        "top_cells_by_count": "12 x dfrtp_1, 11 x mux2i_1, 9 x nand2_1",
        "postSynthSeqShare_pct": 51.1,
        "ys_ff": 27,
        "synth-edff-count": 7,
        "adder_share_pct": 7.56,
        "synth_stat.cells": 115,
        "async_reset_ff_share_pct": 48.1,
        "area_leaders": "dfrtp_1 23%, edfxtp_1 16%, dfxtp_1 11%",
        "synthMuxAreaShare_pct": 9.45,
        "top_area_share_pct": 22.7,
        "synth_area_um2": 1320,
        "ys_area_um2": 1320,
    },
    "placement": {
        "place_congestion": 0.788,
        "dp_cells": 238,
        "numPortBuffers": 23,
        "hpwl_um": 1920,
    },
    "detailed_routing": {
        "drt-total-wl_um": 2470,
        "dr.pass1.iters": 3,
        "drtIter0Drc": 19,
        "n_antenna_cell": 0,
        "wl_per_cell_um": 10.2,
        "drc": 0,
        "vias_per_cell": 3.77,
        "ant_nets": 0,
        "num_vias": 909,
    },
    "power_and_ir_drop": {
        "p_leak_nw": 0.699,
        "powerDensity_nw_per_um2": 301,
        "power_switching_mw": 0.0955,
        "peakVddDrop_v": 0.000167,
        "pwr-share-seq_pct": 46.2,
        "p_int_mw": 0.425,
        "combPwrFrac_pct": 9.0,
        "sw_frac_of_total_pct": 18.3,
        "pwr-share-clk_pct": 44.8,
    },
    "critical_path": {
        "cp_data_arrival_time_ns": 1.42,
        "critical_path_class": "reg -> reg",
        "end_kind": "flop",
        "worstPathRequired_ns": 1.80,
        "worstPathMaxFanout": 5,
        "startpoint_type": "flop",
    },
    "timing": {
        "worst_pin_slew_ns": 0.617,
        "unclocked_regs": 17,
        "fin_crit_sh_pct": 77.3,
        "untimed_endpoints": 34,
        "slew_violations": 0,
        "setup_tns_ns": 0,
        "hold_viol": 0,
        "skew_ns": 0.00423,
        "slew_headroom_pct": 57.7,
        "finalCriticalPeriod_ns": 1.31,
        "finalSetupViolations": 0,
        "rsz0062_at_grt": "no",
        "fmax_mhz": 761,
    },
    "clock_tree": {
        "clockBufferDepth": 2,
        "clkLatencyLatePin_ns": 0.23,
        "clkTransAtPathRegs_ns": 0.05,
        "root_buffer": "clkbuf_8",
        "ctsHoldBuffers": 0,
        "cts_resized": 0,
        "cts_tree": "yes",
        "h-tree-depth": 1,
        "cts_made_buffers": 3,
        "post-cts-setup-buffers": 0,
    },
    "finish": {
        "drive_above_1_share_pct": 11.3,
        "area_growth_pct": 30.6,
        "fillers": 795,
        "instances_no_fill": 241,
        "final_util_pct": 23.7,
    },
    "job": {
        "maxCapViolCount": 0,
        "warnings": 31,
    },
    "global_routing": {
        "grt.total_usage_pct": 4.45,
        "antenna_found_initial": 0,
        "overflow": 0,
        "grt_pass1_vias": 885,
        "grt_max_degree": 18,
        "grt_pass1_wl_um": 4360,
    },
    "status": {
        "status": "completed",
    },
}
-- worst max-delay path, cell delays in order, from the launching register on --
cell and delay (ns):
dfrtp_1 0.42, nor4_1 0.30, nand2_1 0.15, nor2_1 0.25
nor2_1 0.08
-- final timing paths --
check,start,end,slack [ns],cells after the start
worst max-delay path,CL1.STATE[2]$_DFF_PP0_,CL1.STATE[2]$_DFF_PP0_,0.39,4
max in group asynchronous,RST,CL1.STATE[3]$_DFF_PP0_,0.82,2
worst min register to register,CL1.STATE[9]$_DFF_PP0_,CL1.STATE[9]$_DFF_PP0_,0.48,1
worst max register to register,CL1.STATE[2]$_DFF_PP0_,CL1.STATE[2]$_DFF_PP0_,0.39,4
min in group asynchronous,RST,CL1.STATE[6]$_DFF_PP0_,0.55,2
worst min-delay path,CL1.STATE[9]$_DFF_PP0_,CL1.STATE[9]$_DFF_PP0_,0.48,1
-- flip-flops by register name, indices dropped and copies added, names as in the netlist --
name and count:
CL1.STATE 10, SEG 7, ToDysplay 4, AN 3, NUM 3
-- logic make-up (layout without fill, tap and decap cells) --
group	Yosys count	after routing
buffers and inverters	9	36
adders and majority gates	8	8
DFF	27	27
and+or+nand+nor	34	34
muxes	12	12
xor gates and xnor gates	9	9
AOI/OAI and AO/OA	16	16
-- per-stage QoR --
step	power (mW)	cell area (um^2)	setup WS, ns	hold slack, ns
after detailed placement	0.292	1690	0.392	0.476
final	0.521	1730	0.387	0.482
after global routing	0.553	1730	0.137	0.516
after floorplan	0.257	1320	0.526	0.216
after global placement	0.292	1690	0.394	0.483
after CTS	0.532	1730	0.388	0.487
-- power groups by stage --
stage         logic (mW)  clock network [mW]  registers, mW
CTS               0.0481               0.243          0.241
finish            0.0470               0.233          0.241
global route      0.0516               0.261          0.240
-- cell usage in the layout (no fill, tap or decap), types with 2 or more instances in the layout --
cell type / netlist / final
clkdlybuf4s50_1: 0 / 23
dfrtp_1: 12 / 12
mux2i_1: 11 / 11
nand2_1: 9 / 9
inv_1: 8 / 8
nor2_1: 8 / 8
ha_1: 8 / 8
edfxtp_1: 7 / 7
dfxtp_1: 7 / 7
nand3_1: 7 / 7
xnor2_1: 6 / 6
a21o_1: 3 / 3
o22ai_1: 3 / 3
xor2_1: 3 / 3
clkbuf_8: 0 / 3
a22o_2: 2 / 2
o31ai_1: 2 / 2
buf_4: 0 / 2
-- routing by layer --
metal	GRT usage [%]	part of all wire, %
met5	0	0
met1	6.85	53
met3	1.33	5.9
met2	6.15	40
met4	0.484	1.1
-- area by class of cell --
type                            count  area, um^2  area share [%]
Clock buffer                        3        41.3            2.39
Multi-Input combinational cell     79         612            35.4
Tap cell                           99         124            7.16
Sequential cell                    27         677            39.1
Inverter                            8        30.0            1.74
Timing Repair Buffer               25         245            14.2
Power and IR drop assume default switching activity.
