`constraint.sdc`:
```
current_design LR1_KNF

set clk_period 1.3
set clk_io_pct 0.2

create_clock -name clk0 -period $clk_period

set non_clock_inputs [all_inputs -no_clocks]
set_input_delay [expr $clk_period * $clk_io_pct] -clock clk0 $non_clock_inputs
set_output_delay [expr $clk_period * $clk_io_pct] -clock clk0 [all_outputs]
```
`config.mk`:
```
export PLATFORM = sky130hd
export DESIGN_NAME = LR1_KNF
export DESIGN_NICKNAME = LR1_KNF
export VERILOG_FILES = /design/flow/design.v
export SDC_FILE = /design/flow/constraint.sdc
export NUM_CORES = 4
export LEC_CHECK = 1
export CORE_AREA = 10 10 70 70
export DIE_AREA = 0 0 80 80
```
`design.v`:
```
`timescale 1ns / 1ps
module LR1_KNF(
    input [3:0] X,
    output [3:0] Y
    );
	assign Y[0] = (X[3] | X[2] | X[1] | X[0]) & (~X[2] | ~X[1] | X[0]) & (~X[3] | ~X[2] | X[1] | ~X[0]);
	assign Y[1] = (X[3] | X[2] | ~X[1]) & (X[3] | ~X[1] | X[0]) & (~X[3] | X[2] | ~X[1] | ~X[0]) 
					& (~X[3] | X[1] | X[0]) & (~X[3] | ~X[2] | X[1]);
	assign Y[2] = (X[3] | X[1] | X[0]) & (~X[2] | X[1] | X[0]) & (~X[3] | ~X[2] | X[1])
					& (~X[3] | X[1] | ~X[0]) & (X[3] | ~X[2] | ~X[1] | ~X[0]) & (X[3] | X[2] | ~X[1] | X[0]);
	assign Y[3] = (X[3] | ~X[2] | X[1]) & (X[3] | X[1] | ~X[0]) & (~X[2] | ~X[1] | ~X[0])
					& (~X[3] | ~X[1] | ~X[0]) & (~X[3] | X[2] | X[1] | X[0]) & (X[3] | X[2] | ~X[1] | X[0]);
endmodule
```
`run.sh`:
```
#!/bin/bash
# OpenROAD 26Q1-2900-gdf79404cd8, Yosys 0.63+post, stock flow scripts
make -C /OpenROAD-flow-scripts/flow DESIGN_CONFIG=/design/flow/config.mk WORK_HOME=/design/flow/orfs finish
```
==> flow.log <==
[flow] summary of implementation run
[metrics] number of DRC markers after the initial detailed-route iteration: 20
[metrics] Crit path required time: about 1000 ps
[metrics] layout-stage area growth over the synthesis result: 91.6%
[metrics] Placement Rows: 21
[metrics] peak per-stage delay on the critical path: 190 ps
[metrics] CLK BUF: 0
[metrics] yosys stat area: about 160 sq um
[metrics] Cell Count, Final, Fillers Out: about 80
[metrics] sequential fraction of design power: 0%
[metrics] total non-filler cell area in the finished layout: between 300 and 400 sq um
[metrics] maximum vdd drop: approximately 0.036 mV
[metrics] category of the worst setup path launch point: input port
[metrics] net switching power: 38.7 uW
[metrics] worst-path cell chain: buf_4, buf_4, inv_1, a211oi_2, a21oi_1, clkdlybuf4s15_1
[metrics] overflow left after global routing: 0
[metrics] fraction of final layout cells with drive strength greater than 1: between 50% and 60%
[metrics] total instance count after detailed placement: around 79
[metrics] number of instances in the synthesized netlist: 25
[metrics] DRC viols: 0
[metrics] internal power: 48.5 uW
[metrics] total number of vias: 189
[metrics] combined area of all synthesized cells: 164 sq um
[metrics] ANT nets after route: 0
[metrics] flip-flop and latch area: 0 sq um
[metrics] Gate power share: 100.0%
[metrics] sequential cell count: 0
[metrics] global-route total usage across every layer: under 10%
[metrics] Fin. Hold Viols: 0
[metrics] final core area utilization: between 9 and 10%
[metrics] kind of cell adding the most delay to the critical path: buffers and inverters
[metrics] measured slew at the worst slew-check pin: just under 200 ps
[metrics] Min Hold Slack: between 800 and 900 ps
[metrics] maximum fanout encountered on the critical timing path: 6
[metrics] yosys cell count: 25
[metrics] count of antenna diodes in the layout: 0
[metrics] pin count of the biggest net entering global routing: 11
[metrics] Min Clock Period, post-route: approximately 1200 ps
[metrics] routability congestion estimate from global placement: ~0.60
[metrics] number of vias per cell: about 2.4
[metrics] number of antenna violations at the first check in global routing: 0
[metrics] filler cell count in the final layout: a little over 400
[metrics] global-route wire length before repair: roughly 830 um
[metrics] vias in the first global route: around 170
[metrics] Setup violations, final: 0
[metrics] run status: finished, final reports clean
[metrics] pins over their slew limit: 0
[metrics] power density relative to cell area: between 200 and 300 nW/um^2
[metrics] fin crit share: between 90% and 100%
[metrics] endpoint arrival time on the critical path: 970 ps
[metrics] Total Wirelength: 545 um
[metrics] count of buffer and inverter cells on the critical path: 4
[metrics] wire per inst: 6.90 um
[metrics] detailed-placement wirelength estimate: approximately 420 um
[metrics] area of the core region: 3420 sq um
[metrics] Worst Hold Class: input port to primary output
[metrics] switching share of total power: between 40% and 50%
[metrics] stage-log warning count: 33
[metrics] average footprint of a synthesized cell: 6.56 sq um
[metrics] Ys Warns: 0
[metrics] Cell Area, Placed: between 200 and 300 sq um
[metrics] Leak Pwr: between 0.0001 and 0.00015 uW
[metrics] number of top-level pins: 8
[metrics] area enclosed by the die boundary: 6400 sq um
[metrics] Max stage delay cell, worst path: sky130_fd_sc_hd__clkdlybuf4s15_1
[metrics] part of the Yosys area used for sequential elements: 0%
[metrics] pre-placement core utilization: under 10%
[metrics] Setup TNS Final: 0 ps
[metrics] type of the setup path with the least slack: input port to primary output
[metrics] CP Capture Type: primary output
[metrics] number of setup buffers added after CTS: 0
[metrics] number of iterations in the first detailed-routing pass: 2
[metrics] top achievable clock speed: 814 MHz
[metrics] share of total power in the clock network: 0%
[metrics] distinct cell type count of the synthesized netlist: 15
[metrics] number of maximum-capacitance constraint violations: 0
[metrics] worst slew margin relative to its limit: 86.7%
[metrics] most common cell type on the critical path: sky130_fd_sc_hd__buf_4
[metrics] number of input and output port buffers inserted: 8
[metrics] unrepaired setup endpoints after global routing: no
[metrics] highest-count logic cell in the final layout: sky130_fd_sc_hd__buf_4
[metrics] chip height: around 80 um
[metrics] die boundary width: approximately 80 um
-- path summary, 6_finish.rpt --
path	end	start	cells past startpoint	slack, ps
max	Y[1]	X[3]	6	70
min	Y[0]	X[1]	3	810
-- cell usage after synthesis (all sizes together) --
cell type  number  area [sq um]
inv             2          7.51
nand2           2          7.51
nand2b          1          6.26
nand3           1          5.00
xnor2           1          8.76
o21ai           1          5.00
a21oi           3          15.0
nor3            3          15.0
mux2i           2          20.0
o31ai           1          7.51
and3            1          6.26
nor2            1          3.75
buf             4          41.3
a211oi          2          15.0
-- layout make-up --
cell class / count / area, sq um / area share [%]
multi-input cells: 19 / 151 / 48.2
repair buffers: 12 / 97.6 / 31.1
inverters: 2 / 7.51 / 2.39
well taps: 46 / 57.6 / 18.3
-- through the flow --
| step | power, uW | setup WS (ps) |
|---|---|---|
| after global placement | 82.6 | -798 |
| after CTS | 75.2 | -38.3 |
| after floorplan | 44.9 | 341 |
| after global routing | 96.7 | 0.526 |
| final | 87.2 | 71.3 |
| after detailed placement | 83.7 | -810 |
-- what timing repair did --
action	CTS	global route
hold buffers	0	0
resized	25	17
pin swaps	2	4
setup endpoints to repair	4	4
-- power by group through the flow --
stage / combinational, uW / clock, uW / sequential (uW)
CTS: 75.2 / 0 / 0
global route: 96.7 / 0 / 0
finish: 87.2 / 0 / 0
-- layer usage --
metal | up-vias | wire length (um) | global-route usage [%]
li1 | 104 | - | -
met1 | 79 | 263 | 1.91
met2 | 6 | 176 | 2.17
met3 | 0 | 104 | 1.02
met4 | 0 | 0 | 0
met5 | - | 0 | 0
-- kinds of logic (layout without fill, tap and decap cells) --
logic type                Yosys count  after routing  share of synthesized area [%]
xor gates and xnor gates            1              1                           5.34
muxes                               2              2                           12.2
and+or+nand+nor                     9              9                           26.7
AOI/OAI and AO/OA                   7              7                           25.9
buffers and inverters               6             14                           29.8
Power figures rest on the tool's default switching activity, not on a simulated workload.
