==> flow/design.v <==
`timescale 1ns / 1ps
module DC3(
    input [1:0] x,
    output reg [2:0] y
    );
initial y <= 2'h0;
always @ (x)
	case(x)
		2'b00: y <= 3'b110;
		2'b01: y <= 3'b101;
		2'b10: y <= 3'b011;
		2'b11: y <= 3'b111;
	endcase
endmodule
`timescale 1ns / 1ps
module HexToSeg(
    input [3:0] x,
    output [6:0] transformedY
    );
reg [6:0]y;
initial y <= 7'b1111111;
assign transformedY[0] = y[6];
assign transformedY[1] = y[4];
assign transformedY[2] = y[1];
assign transformedY[3] = y[0];
assign transformedY[4] = y[2];
assign transformedY[5] = y[5];
assign transformedY[6] = y[3];
always @ (x)
   case (x)
      4'b0000: y <= 7'b0001000;
      4'b0001: y <= 7'b1101101;
      4'b0010: y <= 7'b0100010;
      4'b0011: y <= 7'b0100100;
      4'b0100: y <= 7'b1000101;
      4'b0101: y <= 7'b0010100;
      4'b0110: y <= 7'b0010000;
      4'b0111: y <= 7'b0101101;
      4'b1000: y <= 7'b0000000;
      4'b1001: y <= 7'b0000100;
      4'b1010: y <= 7'b0000001;
      4'b1011: y <= 7'b1010000;
      4'b1100: y <= 7'b0011010;
      4'b1101: y <= 7'b1100000;
      4'b1110: y <= 7'b0010010;
      4'b1111: y <= 7'b0010011;
      default: y <= 7'b1111111;
   endcase
endmodule
`timescale 1ns / 1ps
module LED_driver(
    input clocksource,
    input [3:0] x0,
    input [3:0] x1,
    input [3:0] x2,
    output reg [6:0] seg,
    output reg [2:0] an
    );
wire [1:0] digitNumber;
wire [3:0] selectedDigit;
wire [6:0] internalSeg;
wire [2:0] internalAn;
MS3 selectInput(x0, x1, x2, digitNumber, selectedDigit);
ctr4 currentNumber(clocksource, digitNumber);
HexToSeg DC7 (selectedDigit, internalSeg);
DC3 selectOutput(digitNumber, internalAn);
always @(internalSeg)
	seg <= internalSeg;
always @(internalAn)
	an <= internalAn;
initial begin
	seg 	<= 7'h00;
	an 	<= 3'b111;
end
endmodule
`timescale 1ns / 1ps
module MS3(
    input [3:0] x0,
    input [3:0] x1,
    input [3:0] x2,
    input [1:0] adr,
    output [3:0] y
    );
wire c0, c1, c2;
assign c0 = ~adr[0] 	& ~adr[1];
assign c1 =  adr[0] 	& ~adr[1];
assign c2 = ~adr[0] 	&  adr[1];
wire [3:0]s0, s1, s2;
assign s0 = {4{c0}};
assign s1 = {4{c1}};
assign s2 = {4{c2}};
assign y = x0 & s0 | x1 & s1 | x2 & s2;
endmodule
`timescale 1ns / 1ps
module counter10k(
    input tick,
	 input run,
    output countedNeededValue);
reg [15:0] internalCounter;
wire [15:0] valueToStartWith;
wire filteredTick;
wire clear;
assign valueToStartWith = 16'hC350; 
initial 
	internalCounter <= valueToStartWith;
assign countedNeededValue = (internalCounter == 16'h0000);
assign filteredTick = tick & (~countedNeededValue);
assign clear = ~run | countedNeededValue;
always @ (posedge filteredTick or posedge clear)
	if(clear)
		internalCounter <= valueToStartWith;
	else
		internalCounter <= internalCounter - 1'b1;	
endmodule
`timescale 1ns / 1ps
module ctr4(
    input clk_raw,
    output reg [1:0] counter
    );
wire clr, clk;
assign clr = counter[1] & ~counter [0];
counter10k clockDivider(clk_raw, 1'b1, clk);
initial 
	counter <= 2'h0;
always @(posedge clk)
	if(clr)
		counter <= 0;
	else
		counter <= counter + 1'b1;
endmodule
==> flow/run.sh <==
#!/bin/bash
# OpenROAD 26Q1-2900-gdf79404cd8, Yosys 0.63+post, stock flow scripts
make -C /OpenROAD-flow-scripts/flow DESIGN_CONFIG=/design/flow/config.mk WORK_HOME=/design/flow/orfs finish
==> flow/config.mk <==
export PLATFORM = sky130hd
export DESIGN_NAME = LED_driver
export DESIGN_NICKNAME = LED_driver
export VERILOG_FILES = /design/flow/design.v
export SDC_FILE = /design/flow/constraint.sdc
export NUM_CORES = 4
export LEC_CHECK = 1
export CORE_AREA = 10 10 89 89
export DIE_AREA = 0 0 99 99
==> flow/constraint.sdc <==
current_design LED_driver

set clk_period 4.2
set clk_io_pct 0.2

create_clock -name clk0 -period $clk_period

set non_clock_inputs [all_inputs -no_clocks]
set_input_delay [expr $clk_period * $clk_io_pct] -clock clk0 $non_clock_inputs
set_output_delay [expr $clk_period * $clk_io_pct] -clock clk0 [all_outputs]
==> deck_impl_summary.md <==
Run Summary

Outcome
  – Result of the run: completed

Hold path
  – Worst Min Path Start: x0[1]
  – Hold Path End: seg[1]
  – Worst hold path stage count: 5
  – Hold WC Path Type: input port to output pin

Final timing
  – Maximum clock rate: 265 MHz
  – Minimum clock period after layout: 3.78 ns
  – Final critical-path share of the clock period: 89.9%
  – Number of endpoints failing setup at the final stage: 0
  – Final Hold Vio Count: 0
  – Worst slew margin: 68.5%
  – Number of pins with negative max-slew slack in the final report: 0
  – Endpoints left unconstrained: 21
  – Total Neg Setup Slack: 0 ns
  – Number of register pins that no clock reaches: 18
  – Setup repair after global routing missed its margin: false
  – Transition at the pin with the smallest max-transition slack: 0.473 ns

Logic synthesis
  – Synth top area cells: sky130_fd_sc_hd__dfrtp_1 (23%), sky130_fd_sc_hd__dfstp_2 (14%), sky130_fd_sc_hd__ha_1 (11%)
  – Synthesis area per yosys: 1110 um^2
  – Synthesis warning total: 21
  – Post-synth EDFFs: 0
  – Top post-synthesis cells by count: sky130_fd_sc_hd__inv_1 (12), sky130_fd_sc_hd__dfrtp_1 (10), sky130_fd_sc_hd__ha_1 (10)
  – Share of the synthesized area in the top cell type: 22.6%
  – Most instantiated library cell after synthesis: sky130_fd_sc_hd__inv_1
  – Netlist area before placement: 1110 um^2
  – Async SR Flop Fraction: 88.9%
  – Share of the yosys chip area belonging to registers: 40.5%
  – Synth unique cells: 36
  – Gate Count Post-Synth: 106
  – Avg Synthesized Cell Area: 10.4 um^2
  – Yosys top cell by area: sky130_fd_sc_hd__dfrtp_1
  – Number of synthesized register bits: 18
  – Yosys cell count: 106
  – Dominant register cell in the synthesized netlist: sky130_fd_sc_hd__dfrtp_1

GRT
  – Antenna violations before repair: 0
  – Overall fraction of global-route tracks in use: 4.05%
  – Final global-route overflow total: 0
  – First-pass GRT wire length: 3610 um
  – Vias in the first global route: 777
  – Maximum number of pins on one net before global-route repair: 17

Drt
  – Number of vias after detailed routing: 805
  – Number of nets still failing antenna checks after routing: 0
  – Final wirelength: 2100 um
  – Drt pass-1 iters: 4
  – Detailed router's first-iteration violation count: 31
  – Detailed-route wire length per cell: 10.2 um
  – Antenna diode instance count: 0
  – Post-detailed-route via-to-cell ratio: 3.91
  – Post-detailed-route DRC marker count: 0

Finish
  – Layout fillers: 628
  – Logic area: 602 um^2
  – Layout Utilization: 24.2%
  – Layout cells sized above 1: 13.7%
  – Area added between synthesis and finish: 30.8%
  – FF+latch area: 448 um^2

Critical path
  – Endpoint kind of the worst setup timing path: output pin
  – Worst setup SP type: input port
  – Crit path max fanout: 8
  – Data required time of the worst path: 3.36 ns
  – Worst EP arrival: 2.94 ns
  – Type of the setup path with the least slack: input port to output pin

Pwr
  – Leakage power of the design: 0.000550 uW
  – Pwr dens: 32.5 nW/um^2
  – Maximum ir drop on the vdd rail: 30.2 uV

Die
  – Die Span X: 99 um
  – Placeable core region: 5990 um^2
  – Height of the die: 99 um
  – Number of core rows: 28
  – IO Count: 23
  – Initial Util: 18.5%
  – Chip area: 9800 um^2

Clocking
  – Post-CTS resize count: 0
  – Quantity of hold-fixing buffers added after cts: 0
  – Post-CTS Repair Setup Buffers: 0

Place
  – Number of port buffers: 23
  – Sum of net half-perimeters after detailed placement: 1660 um
  – Final weighted congestion in routability-driven placement: 0.745

Run
  – Number of logged tool warnings: 39
  – Number of max-cap violations: 0
final cells by class:
type                    instances  share of cell area (%)
well taps                      75                    6.48
flip-flops and latches         18                    30.9
inverters                      12                    3.11
multi-input cells              74                    41.5
repair buffers                 27                    18.0
cell usage in the layout, fill, tap and decap left out, types with 3 or more instances in the layout:
cell type	count
sky130_fd_sc_hd__a222oi_1	3
sky130_fd_sc_hd__buf_4	4
sky130_fd_sc_hd__clkdlybuf4s50_1	23
sky130_fd_sc_hd__dfrtp_1	10
sky130_fd_sc_hd__dfstp_2	6
sky130_fd_sc_hd__ha_1	10
sky130_fd_sc_hd__inv_1	12
sky130_fd_sc_hd__mux2i_1	3
sky130_fd_sc_hd__nand2_1	5
sky130_fd_sc_hd__nand3_1	3
sky130_fd_sc_hd__nand3b_1	3
sky130_fd_sc_hd__nor2_1	3
sky130_fd_sc_hd__nor2b_1	3
sky130_fd_sc_hd__o31ai_1	3
sky130_fd_sc_hd__xnor2_1	8
sky130_fd_sc_hd__xor2_1	4
metrics by stage:
stage                     std cells  worst slack (ns)  power [uW]  hold WS [ns]  area (um^2)
after floorplan                 106              1.03        19.3          1.92         1110
after global placement          206             0.432        47.2          2.90         1450
after detailed placement        206             0.425        47.2          2.89         1450
after CTS                       206             0.414        47.5          2.90         1450
after global routing            206             0.323        52.1          2.95         1450
final                           206             0.422        47.0          2.88         1450
where the power goes:
part	leakage, uW	total (uW)	internal (uW)	switching, uW
combinational	0.000370	47.0	30.9	16.2
clock	0	0	0	0
sequential	0.000180	0.000180	0	0
per-layer routing:
layer / wire length, um / track usage (%)
met3: 143 / 0.705
met2: 774 / 5.96
met4: 0 / 0
met5: 0 / 0
met1: 1180 / 6.37
how the worst max path moves through the flow:
stage / startpoint / end / slack, ns / depth (start not counted)
4_1_cts: x0[0] / seg[3] / 0.41 / 8
5_1_grt: x0[0] / seg[3] / 0.32 / 8
6_report: x0[0] / seg[3] / 0.42 / 8
critical path, stage by stage:
cell and delay (ns):
sky130_fd_sc_hd__clkdlybuf4s50_1 0.39, sky130_fd_sc_hd__a222oi_1 0.35, sky130_fd_sc_hd__buf_4 0.22, sky130_fd_sc_hd__inv_1 0.06, sky130_fd_sc_hd__ha_1 0.23, sky130_fd_sc_hd__mux2_2 0.28
sky130_fd_sc_hd__a21o_1 0.17, sky130_fd_sc_hd__clkdlybuf4s50_1 0.40
registers in the layout, summed over array words and instances (netlist names):
signal and count:
currentNumber.clockDivider.internalCounter 16, currentNumber.counter 2
cell families after synthesis:
kind of cell	share of synthesized area [%]
fa+ha+maj	11.3
simple gates	17.9
mux	3.73
buf+inv	5.20
xor+xnor	9.49
flops	40.5
compound gates	12.0
Power and IR drop assume default switching activity.
